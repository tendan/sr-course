--- flow/run.sh ---
#!/bin/bash
# OpenROAD 26Q1-2900-gdf79404cd8, Yosys 0.63+post, stock flow scripts
make -C /OpenROAD-flow-scripts/flow DESIGN_CONFIG=/design/flow/config.mk WORK_HOME=/design/flow/orfs finish
--- flow/config.mk ---
export PLATFORM = sky130hd
export DESIGN_NAME = vis_centroid
export DESIGN_NICKNAME = vis_centroid
export VERILOG_FILES = /design/flow/design.v
export SDC_FILE = /design/flow/constraint.sdc
export NUM_CORES = 4
export LEC_CHECK = 1
export CORE_AREA = 10 10 106 106
export DIE_AREA = 0 0 116 116
--- flow/constraint.sdc ---
current_design vis_centroid

set clk_period 4.7
set clk_io_pct 0.2

create_clock -name clk0 -period $clk_period [get_ports {clk}]

set non_clock_inputs [all_inputs -no_clocks]
set_input_delay [expr $clk_period * $clk_io_pct] -clock clk0 $non_clock_inputs
set_output_delay [expr $clk_period * $clk_io_pct] -clock clk0 [all_outputs]
--- flow/design.v ---
`timescale 1ns / 1ps
module vis_centroid #(
    parameter IMG_W = 1080,
    parameter IMG_H = 1920
)(
    input clk,
    input [10:0]x,
    input [10:0]y,
    input de,
    input vsync,
    input hsync,
    input [23:0]i_pixel,
    output [23:0]o_pixel,
    output de_out,
    output vsync_out,
    output hsync_out
    );
reg [10:0]x_pos;
reg [10:0]y_pos;
reg prev_vsync = 0;
always @(posedge clk)
begin
    prev_vsync <= vsync;
    if (vsync) begin
        x_pos <= 0;
        y_pos <= 0;
    end else if (de) begin
        x_pos <= x_pos + 1;
        if (x_pos == IMG_W - 1) begin
            x_pos <= 0;
            y_pos <= y_pos + 1;
            if (y_pos == IMG_H - 1) begin
                y_pos <= 0;
            end
        end
    end
end
assign {de_out, vsync_out, hsync_out} = {de, vsync, hsync};
assign o_pixel = ((x_pos == x || y_pos == y) ? 24'hff0000 : i_pixel);
endmodule
==> deck_impl_summary.md <==
Physical Implementation Snapshot

STA
  • Clock Skew: between 0.002 and 0.0025 ns
  • Worst Tran Pin Value: 0.584 ns
  • Fin Setup TNS: 0 ns
  • Worst slew margin: 61.1%
  • Max Fclk: about 0.27 GHz
  • Unrepaired setup endpoints after global routing: no
  • Slew Limit Fails: 0
  • Final Critical Period: between 3 and 4 ns
  • Final Setup Violations: 0
  • Final worst path period share: 78.1%
  • Endpoints failing hold: 0

Global routing
  • Total gr overflow: 0
  • First-pass GRT wire length: 7.45 mm
  • Met2 Use GR: 10.8%
  • Met1 Use GR: under 10%
  • GRT busiest layer: met2
  • Met3 Use GR: 1.36%
  • Vias in the first global route: about 1500
  • Antenna violations before repair: 0
  • Largest net degree at the start of global routing: 25
  • GRT Overall Usage: 6.61%

Logic synthesis
  • Yosys cell count: 189
  • Synth warn: 1
  • Number of synthesized register bits: 22
  • Synth unique cells: 39
  • Top-area cell share: 28.1%
  • Commonest flop: dfxtp_1
  • EDFF count, synth: 0
  • Async set or reset register ratio after synthesis: 0%
  • Synth Seq Share: between 20% and 30%
  • Mapped Area: 1570 µm²
  • Post-synthesis cell count: 189
  • Yosys synthesis chip area: 1570 µm²
  • Top cells by area: dfxtp_1 28%, xnor2_1 16%, nor3b_1 8.2%, or3_1 3.6%, nor2_1 3.4%
  • Largest area contributor in the netlist: dfxtp_1
  • Avg Cell Area, Syn: 8.28 µm²

Die
  • Placement row count: 34
  • Core area: about 9000 µm²
  • Die X: 116 µm
  • Die ar.: 13500 µm²
  • Chip height: ~120 µm
  • IO Count: 77
  • FP Core Util: 17.7%

Detailed routing
  • Final ANT Viol Nets: 0
  • Starting DRC count in detailed routing: 80
  • # DRC: 0
  • Routed len/inst: 13.3 µm
  • Detailed Route WL: 4.83 mm
  • DR pass1 iterations: 4
  • Vias per Instance: approximately 4.4
  • Via count: 1613
  • Diodes inserted: 0

Clocking
  • Post-cts resize count: 0
  • Latency at later pin: 0.26 ns
  • Clk buf depth: 2
  • CTS H-tree depth: 1
  • Root Buffer: clkbuf_8
  • CTS Hold Buffers Added: 0
  • Post-CTS Setup Inserts: 0
  • Inserted Clock Buffers: 3
  • CTS tree: yes
  • Worst-path clk slew: 0.08 ns
  • Clk sinks: 22

Layout
  • Share of cells above drive strength 1: 5.10%
  • Fin util: 27.5%
  • Layout area overhead: 55.5%
  • Design area: 2430 µm²
  • Filler cells: a little over 900
  • Dominant logic cell type in the layout: clkdlybuf4s50_1
  • Top cells excl fill/tap: 74 x clkdlybuf4s50_1, 29 x xnor2_1, 22 x dfxtp_1

Place
  • GPL Wtd Cong: 0.812
  • Hpwl dp: slightly below 4 mm
  • Placed cell areas: 2380 µm²
  • Port-buffer cells: 74

Critical path
  • R2r worst-path depth: 5
  • Crit Path Class: primary input to output pin
  • Worst-path cell chain: clkdlybuf4s50_1 > xnor2_1 > nand4_1 > nor3_2 > buf_4 > or3_1 > clkdlybuf4s50_1
  • R2r setup slk: around 2.8 ns
  • Max incr delay on CP: 0.49 ns
  • Crit path buffers/inverters: 3
  • Crit path max-delay family: buffers and inverters
  • RR Startpoint: x_pos[0]$_SDFFE_PP0P_
  • Crit. End Element: output pin
  • Slowest cell on crit path: clkdlybuf4s50_1
  • Worst-path maximum fanout: 24
  • Critical R2R Capture: y_pos[9]$_SDFFE_PP0P_
  • CP most frequent cell: clkdlybuf4s50_1
  • Critical Path AT: 2.73 ns
  • Startpoint types: primary input
  • Data required, critical path: around 3.8 ns

Flow run
  • OpenROAD warning count: 25
  • Max-cap violations: 0

Hold path
  • Worst hold-check path type: flip-flop to flip-flop
  • Worst Hold Depth: 1
  • Hold Startpoint: y_pos[9]$_SDFFE_PP0P_
  • Hold EP: y_pos[9]$_SDFFE_PP0P_

Power
  • Lkg Pwr: around 0.79 nW
  • Worst ir drop on vdd: 0.0000741 V
  • Pwr/cell area: 173 nW/µm²

Status
  • Outcome: finished, final reports clean
-- per-layer routing --
layer  part of all wire (%)  wire length (µm)
met4                    1.2                59
met5                      0                 0
met3                    8.9               429
met1                     44              2130
met2                     46              2210
-- cell usage after synthesis (2+ instances only) --
master,instances
nand3_1,9
dfxtp_1,22
o211ai_1,2
and3_1,4
buf_4,4
nand4_1,8
nand2_1,10
mux2i_1,3
nor4_1,2
nor3b_1,17
o31ai_1,2
or3_1,9
inv_1,4
nor2b_1,2
a31oi_1,6
xnor2_1,29
ha_1,2
clkbuf_2,2
clkbuf_1,5
nor2_1,14
xor2_1,3
nor3_1,6
o21ai_0,4
nand2b_1,5
-- logic make-up after synthesis --
family	synth area share [%]
simple gates	35.3
xor+xnor	17.9
flops	28.1
compound gates	8.63
buf+inv	6.55
mux	1.92
fa+ha+maj	1.60
-- cell type report --
cell class                      count  area [µm²]  area share, %
Inverter                            4        15.0          0.617
Clock buffer                        4        55.1           2.26
Sequential cell                    22         440           18.1
Timing Repair Buffer               76         756           31.1
Multi-Input combinational cell    149        1030           42.4
Tap cell                          108         135           5.55
-- power by group --
group          internal, mW  total [mW]  leakage (nW)  switching, mW
logic                0.0706      0.0942         0.582         0.0237
clock network        0.0746       0.135        0.0288         0.0608
registers             0.188       0.191         0.178        0.00293
total                 0.333       0.421         0.788         0.0874
-- sequential cells by signal, summed over array words and instances, names as in the netlist --
name,cells
y_pos,11
x_pos,11
-- worst max path at each step --
| stage | from | endpoint | slack, ns | depth (start not counted) |
|---|---|---|---|---|
| 6_report | y[5] | o_pixel[17] | 1.03 | 7 |
| 5_1_grt | y[10] | o_pixel[17] | 0.86 | 7 |
| 4_1_cts | y[10] | o_pixel[17] | 0.99 | 7 |
-- metrics by stage --
step | power (mW) | setup slack, ns | hold WS (ns) | instances
6_report | 0.421 | 1.03 | 0.514 | 363
5_1_grt | 0.440 | 0.860 | 0.529 | 363
4_1_cts | 0.428 | 0.989 | 0.512 | 363
3_5_place_dp | 0.291 | 0.990 | 0.492 | 359
3_3_place_gp | 0.291 | 0.984 | 0.497 | 359
2_1_floorplan | 0.224 | 1.86 | 0.458 | 189
No activity file was given, so power comes from the tool's default toggle rates.
