==> design/flow/design.v <==
`timescale 1ns / 1ps
`timescale 1ns / 1ps
module state_machine_receiver(
    input clk,
    input rst,
    input rxd,
    output [7:0]data,
    output received
    );
localparam STATE0 = 0;
localparam STATE1 = 1;
localparam STATE2 = 2;
localparam STATE3 = 3;
reg [1:0]state = STATE0;
reg r_received = 0;
reg [7:0]r_data = 0;
reg [2:0]counter = 0;
always @(posedge clk)
begin
    if (rst) state = STATE0;
    else
    begin
        case (state)
            STATE0: begin
                if (rxd)
                begin
                    state = STATE1;
                end
            end
            STATE1: begin
                r_data[counter] = rxd;
                counter = counter + 1;
                if (counter == 0) state = STATE2;
            end
            STATE2: begin
                if (~rxd) r_received = 1;
                state = STATE3;
            end
            STATE3: begin
                r_received = 0;
                r_data = 0;
                state = STATE0;
            end
        endcase
    end
end
assign data = r_data; 
assign received = r_received;
endmodule
==> design/flow/run.sh <==
#!/bin/bash
# OpenROAD 26Q1-2900-gdf79404cd8, Yosys 0.63+post, stock flow scripts
make -C /OpenROAD-flow-scripts/flow DESIGN_CONFIG=/design/flow/config.mk WORK_HOME=/design/flow/orfs finish
==> design/flow/config.mk <==
export PLATFORM = sky130hd
export DESIGN_NAME = state_machine_receiver
export DESIGN_NICKNAME = state_machine_receiver
export VERILOG_FILES = /design/flow/design.v
export SDC_FILE = /design/flow/constraint.sdc
export NUM_CORES = 4
export LEC_CHECK = 1
export CORE_AREA = 10 10 72 72
export DIE_AREA = 0 0 82 82
==> design/flow/constraint.sdc <==
current_design state_machine_receiver

set clk_period 2.4
set clk_io_pct 0.2

create_clock -name clk0 -period $clk_period [get_ports {clk}]

set non_clock_inputs [all_inputs -no_clocks]
set_input_delay [expr $clk_period * $clk_io_pct] -clock clk0 $non_clock_inputs
set_output_delay [expr $clk_period * $clk_io_pct] -clock clk0 [all_outputs]
==> results.txt <==
The following summarizes the physical implementation.

Synth
Once synthesis finished, the tally of register bits stood at 14. The chip area line in the Yosys stat output reads 856 µm². The predominant post-synthesis flop cell is sky130_fd_sc_hd__edfxtp_1.

The most popular library cell in the synthesized design by count is sky130_fd_sc_hd__edfxtp_1. The share of the Yosys chip area taken by registers is 46.8%. The most area-hungry cell type in the Yosys netlist is sky130_fd_sc_hd__edfxtp_1. The share of synthesized area in the top cell type comes to 42.1%. The post-synthesis cell area is 856 µm². The async set-reset flop share out of synthesis is 0%.

Per the Yosys statistics, synthesis produced 79 cells. The number of enable-type register cells in the synthesized netlist is 12. The number of distinct library cell variants in the gate-level netlist after synthesis is 27. Counting the warning lines in the Yosys log gives 1. The average cell area after synthesis is 10.8 µm².

Counting every instance in the synthesized netlist gives 79. In the post-synthesis netlist, the biggest area contributors are sky130_fd_sc_hd__edfxtp_1, sky130_fd_sc_hd__ha_1, sky130_fd_sc_hd__dfxtp_1. The synthesis run shows the most used standard cells to be sky130_fd_sc_hd__edfxtp_1, sky130_fd_sc_hd__ha_1, sky130_fd_sc_hd__inv_1.

Floorplan
The report lists the number of standard-cell rows as 22. The total core area is 3690 µm². In the floorplan report the effective utilization is 23.2%.

The die height is 82 µm. The boundary pin count is 12. Measured along the x axis, the die boundary spans 82 µm. The total die size is 6720 µm².

Detailed routing
The number of remaining DRC errors is 0. The routed design has 1710 µm of wire. The per-cell routed wire length is 12.1 µm. The script logs the ratio of routed vias to standard cells as 4.45. The violation tally recorded at the end of detailed-routing iteration 0 is 31. The number of antenna-violating nets in the routed design is 0. Antenna repair during routing inserted a diode count of 0. The via count of the routed design is 628. The pre-antenna-repair detailed-routing pass consisted of 4 iterations.

Outcome
The run finished with clean final reports.

Timing
The tightest hold path in the finished design has a slack of 0.519 ns. The period utilization is 82.5%. The worst slew margin relative to its limit is 64.5%. Based on the critical path, the design can be clocked at up to 0.505 GHz. Counting endpoints that fail hold in the final report gives 0. Setup repair after global routing left no endpoint under its margin.

The final timing report lists clock skew as 0.000674 ns. After routing, the total negative slack on setup checks comes to 0 ns. The worst path in the final design needs a cycle of 1.98 ns, including I/O delays and setup. Looking at the max-slew report, the worst-margin pin has a slew of 0.529 ns.

Per the final report, max-transition violations number 0. The number of setup violations in the final report is 0.

Worst setup path
The endpoint identified for the worst register-to-register timing path is r_data[0]. The element type at the critical path end is a flop. The largest fanout on the critical path is 9. The setup check on the worst reg-to-reg path leaves a slack of 0.42 ns. The critical path data arrival time is 1.96 ns. The required time at the worst endpoint is listed as 2.38 ns. The worst reg2reg path startpoint is counter[0]. The category of the most critical setup path is flop to flop. STA classifies the critical path startpoint as a flop. The report puts the cell count of the worst reg-to-reg path at 5.

Hold path
The class of the tightest hold or removal check is flop to flop. For the worst min-delay path, the startpoint reported by OpenROAD is state[1]. The path with the worst hold slack has its endpoint at state[1]. The report gives the cell count of the worst hold path as 2.

Layout
The core utilization of the finished layout is 28.8%. The area overhead of the layout relative to synthesis is 24.3%. The proportion of layout cells with a drive suffix above 1 is 7.53%.

CTS
No sink is reached through more buffers than the 2 on the longest clock path. According to the CTS report, the clock sink count is 14. The total CTS buffers is 3. The post-CTS clock slew at the launch and capture registers of the worst setup and hold paths is 0.06 ns. The clock latency on the worst-skew pair is 0.24 ns. The clock tree root buffer cell is sky130_fd_sc_hd__clkbuf_8.

The report lists the number of cells resized after CTS as 0. The hold-fix buffer count after cts is 0. The number of setup buffers added after CTS is 0.

The clock tree from TritonCTS is yes. The H-tree depth is 1.

Pwr
The power density of the placed cells is 903 nW/µm². The proportion of total power due to net switching is 32.0%. In the power breakdown, the internal column shows 0.652 mW. The static power due to leakage is 0.402 nW. The overall power is 0.960 mW.

VDD sags by at most 0.426 mV. The switching power is 0.307 mW. The clock network is responsible for 20.5% of the overall power. The part of the power in registers is 42.0%. Of the total power, combinational logic draws 37.5%.

GRT
The number of antenna violations at the first check in global routing was 0. The global-route congestion overflow total is 0. The via count of the first global-routing pass is 623. Entering global routing, the biggest net connects 10 pins.

The wire length of the first global-routing pass is 2880 µm. Global routing used 5.37% of the available tracks across all layers.

Place
At the end of routability-driven placement, the weighted congestion stood at 0.823. The count of buffers from port buffering is 11. The wire-length estimate of the detail-placed layout is 1240 µm.

Flow run
The OpenROAD warning count is 32. The number of max-capacitance violations reported is 0.
==> through the flow <==
step	cell area [µm²]	cells	worst slack, ns
after floorplan	856	79	0.598
after global placement	1020	137	0.500
after detailed placement	1020	137	0.441
after CTS	1060	141	0.435
after global routing	1060	141	0.250
final	1060	141	0.419
==> logic make-up after synthesis <==
| logic type | Yosys count | share of synthesized area, % |
|---|---|---|
| and+or+nand+nor | 21 | 13.6 |
| AOI/OAI and AO/OA | 19 | 15.4 |
| DFF | 14 | 46.8 |
| buffers and inverters | 11 | 5.70 |
| adders and majority gates | 9 | 13.2 |
| xor gates and xnor gates | 3 | 3.07 |
| muxes | 2 | 2.34 |
==> area by class of cell <==
class	instances	area, µm²
fill	385	2630
multi-input combinational	54	407
sequential	14	400
timing repair buffer	12	118
tap	48	60.1
clock buffer	4	45.0
inverter	9	33.8
==> layout by cell type (no fill, tap or decap) <==
master and count:
sky130_fd_sc_hd__nor2b_1 2, sky130_fd_sc_hd__ha_1 9, sky130_fd_sc_hd__a21oi_1 7, sky130_fd_sc_hd__buf_4 1, sky130_fd_sc_hd__or3b_1 1, sky130_fd_sc_hd__a211oi_2 1, sky130_fd_sc_hd__nand4_1 2, sky130_fd_sc_hd__or4_1 1
sky130_fd_sc_hd__nand2b_1 2, sky130_fd_sc_hd__and3b_1 1, sky130_fd_sc_hd__o21ai_0 6, sky130_fd_sc_hd__clkdlybuf4s50_1 11, sky130_fd_sc_hd__nor2_1 1, sky130_fd_sc_hd__inv_1 9, sky130_fd_sc_hd__a21bo_2 1, sky130_fd_sc_hd__dfxtp_1 2
sky130_fd_sc_hd__a221oi_2 1, sky130_fd_sc_hd__nor3_1 2, sky130_fd_sc_hd__xnor2_1 1, sky130_fd_sc_hd__clkbuf_1 1, sky130_fd_sc_hd__o211a_1 2, sky130_fd_sc_hd__mux2i_1 2, sky130_fd_sc_hd__a2111oi_0 1, sky130_fd_sc_hd__xor2_1 2
sky130_fd_sc_hd__edfxtp_1 12, sky130_fd_sc_hd__clkbuf_8 3, sky130_fd_sc_hd__nand2_1 5, sky130_fd_sc_hd__nand3_1 3, sky130_fd_sc_hd__nor4_1 1
==> critical path, stage by stage, from the launching register on <==
cell                       delay, ns
sky130_fd_sc_hd__edfxtp_1       0.53
sky130_fd_sc_hd__inv_1          0.17
sky130_fd_sc_hd__ha_1           0.43
sky130_fd_sc_hd__nor4_1         0.34
sky130_fd_sc_hd__a21bo_2        0.20
sky130_fd_sc_hd__a21oi_1        0.06
==> worst max-delay path by stage <==
| stage | start | end | slack [ns] |
|---|---|---|---|
| after CTS | counter[0] | r_data[4] | 0.44 |
| after global routing | counter[0] | r_data[1] | 0.25 |
| final | counter[0] | r_data[0] | 0.42 |
==> power groups by stage <==
stage	combinational (mW)	clock (mW)	sequential (mW)
final	0.360	0.197	0.403
after global routing	0.406	0.213	0.413
after CTS	0.364	0.203	0.403
==> flip-flops by register name, summed over array words and instances (netlist names) <==
name        cells
state           2
r_data          8
r_received      1
counter         3
==> metal layers <==
metal / vias up / share of wire (%) / wire length, µm / GRT usage, %
met5: - / 0 / 0 / 0
met2: 19 / 44 / 747 / 7.29
met4: 0 / 0.47 / 8 / 1.19
met3: 2 / 9.4 / 160 / 2.42
li1: 313 / - / - / -
met1: 294 / 46 / 794 / 7.70
No activity file was given, so power comes from the tool's default toggle rates.
