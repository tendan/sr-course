==> design/flow/design.v <==
`timescale 1ns / 1ps
module state_machine(
    input clk,
    input rst,
    input send,
    input [7:0]data,
    output txd
    );
localparam STATE0 = 0;
localparam STATE1 = 1;
localparam STATE2 = 2;
localparam STATE3 = 3;
reg [1:0]state = STATE0;
reg r_txd = 0;
reg r_send = 0;
reg [7:0]r_data;
reg [2:0]counter = 0;
always @(posedge clk)
begin
    if (rst) state <= STATE0;
    else
    begin
        case (state)
            STATE0: begin
                if (send && ~r_send)
                begin
                    state = STATE1;
                    r_data = data;
                end
                r_send = send;
            end
            STATE1: begin
                r_txd = 1;
                state = STATE2;
                r_send = send;
            end
            STATE2: begin
                r_txd = r_data[counter];
                counter = counter + 1;
                if (counter == 0) state = STATE3;
                r_send = send;
            end
            STATE3: begin
                r_txd = 0;
                state = STATE0;
                r_send = send;
            end
        endcase
    end
end
assign txd = r_txd;
endmodule
==> design/flow/run.sh <==
#!/bin/bash
# OpenROAD 26Q1-2900-gdf79404cd8, Yosys 0.63+post, stock flow scripts
make -C /OpenROAD-flow-scripts/flow DESIGN_CONFIG=/design/flow/config.mk WORK_HOME=/design/flow/orfs finish
==> design/flow/config.mk <==
export PLATFORM = sky130hd
export DESIGN_NAME = state_machine
export DESIGN_NICKNAME = state_machine
export VERILOG_FILES = /design/flow/design.v
export SDC_FILE = /design/flow/constraint.sdc
export NUM_CORES = 4
export LEC_CHECK = 1
export CORE_AREA = 10 10 70 70
export DIE_AREA = 0 0 80 80
==> design/flow/constraint.sdc <==
current_design state_machine

set clk_period 1.8
set clk_io_pct 0.2

create_clock -name clk0 -period $clk_period [get_ports {clk}]

set non_clock_inputs [all_inputs -no_clocks]
set_input_delay [expr $clk_period * $clk_io_pct] -clock clk0 $non_clock_inputs
set_output_delay [expr $clk_period * $clk_io_pct] -clock clk0 [all_outputs]
==> flow_summary.yaml <==
# implementation run metrics
clock_network:
  cts_max_level: 1
  cts_num_sinks: 15
  cts-root-buf: "clkbuf_4"
  cts_tree: "yes"
  cts_buffers: 3
  cts_setup_buffers: 0
  path_clk_slew_ns: 0.08
  ctsLongestPathBuffers: 2
  ctsResizeCount: 0
  insertion_delay_ns: 0.28
  hold_buffers: 0
placement:
  dp_slack_ns: 0.1580
  placed_area_um2: 828.3
  port_buffers: 11
  gp_congestion: 0.7019
  hpwl_um: 768.9
setup_path:
  worst_setup_path_end_kind: "flop"
  crit_type: "flop to flop"
  rr_startpoint: "counter[0]$_DFFE_PP_"
  critPathMaxFanout: 6
  rrSetupSlack_ns: 0.31
  ff2ff_path_depth: 5
  critPathLaunchType: "flop"
  crit_arrival_ns: 1.66
  reg2reg_to: "state[0]$_SDFFE_PP0P_"
  cp.required_ns: 1.97
logic_synthesis:
  yosysTopAreaCellShare_pct: 58.76
  ys_async_sr_fraction_pct: 0
  postSynthSeqShare_pct: 64.78
  ys_warn_count: 1
  yosys.area.top_type: "edfxtp_1"
  ys_types: 13
  edf_count: 13
  synth_area_um2: 664.4
  ys.flops: 15
  ys_chip_area_um2: 664.4
  top_cells_by_area: "edfxtp_1 59%, ha_1 11%, mux2i_1 9.0%"
  synthFlopType: "edfxtp_1"
  syn_inst: 41
  synth_area_per_cell_um2: 16.20
  yosys_cells: 41
global_routing:
  grt_overflow: 0
  grt_pass1_wl_mm: 1.518
  grt_usage_pct: 3.080
  antenna_found_initial: 0
  grt_max_degree: 10
  grt_pass1_vias: 372
timing:
  layout_setup_ws_ns: 0.3095
  slew-limit-headroom_pct: 81.60
  hold_slack_ns: 0.5703
  worst_pin_slew_ns: 0.2760
  setup_viol: 0
  slew_violations: 0
  fmax_mhz: 670.9
  fin_setup_tns_ns: 0
  rsz0062_at_grt: "false"
  fin_crit_ns: 1.490
  finalClockSkew_ns: 0.006615
  final_hold_viol_count: 0
  timing.final.crit_share_pct: 82.80
route:
  detail-route-antenna-nets: 0
  wl_um: 924
  drtIter0Drc: 53
  vias: 350
  avgViaCountPerCell: 3.431
  drc_errors: 0
  drtPass1Iterations: 4
  diodes: 0
  drt-wirelength-per-cell_um: 9.059
floorplan:
  io_pins: 12
  die_y_um: 80
  fp.coreArea_um2: 3416
  dieWidth_um: 80
  chipArea_um2: 6400
  row_count: 21
  fp_util_pct: 19.45
job:
  cap_violations: 0
  openroad.warnings: 28
min_path:
  hold_start: "state[0]$_SDFFE_PP0P_"
  min_to: "state[0]$_SDFFE_PP0P_"
  whs_path_depth: 1
  hp-class: "flop to flop"
power:
  vdd_drop_max_v: 0.0002740
  fin_total_pwr_w: 0.0008201
  p_leak_nw: 0.3168
  p_per_area_nw_per_um2: 958.3
cells_and_area:
  final_area_um2: 855.8
  syn_to_final_growth_pct: 28.81
  drive_above_1_share_pct: 12.50
run_status:
  status: "complete, no violations"
[layout by cell type, fill, tap and decap left out]
cell type        synthesis  layout
a21oi_1                  1       1
buf_4                    0       1
clkbuf_4                 0       3
clkdlybuf4s50_1          0      11
clkinv_2                 0       1
dfxtp_1                  2       2
edfxtp_1                13      13
ha_1                     6       6
inv_1                    4       4
mux2i_1                  6       6
mux4_2                   1       1
nand2b_1                 1       1
nor2_1                   2       2
nor2b_1                  2       2
nor3b_1                  1       1
o221a_2                  1       1
[power breakdown]
| part | internal [W] | switching [W] |
|---|---|---|
| Combinational | 0.000103 | 0.0000791 |
| Sequential | 0.000429 | 0.0000269 |
| Clock | 0.0000824 | 0.0000994 |
[worst max-delay path: stages (launching register included)]
cell and delay (ns):
edfxtp_1 0.52, ha_1 0.26, ha_1 0.18, nor2b_1 0.11
a21oi_1 0.07, o221a_2 0.25
[synthesized netlist by cell type, types with 2 or more instances]
cell type and instances:
nor2b_1 2, mux2i_1 6, edfxtp_1 13, nor2_1 2, ha_1 6, dfxtp_1 2
inv_1 4
[worst max-delay path by stage]
stage / from / slack, ns / endpoint / cells past startpoint
CTS: counter[0]$_DFFE_PP_ / 0.29 / state[0]$_SDFFE_PP0P_ / 5
global route: counter[0]$_DFFE_PP_ / 0.23 / state[0]$_SDFFE_PP0P_ / 5
finish: counter[0]$_DFFE_PP_ / 0.31 / state[0]$_SDFFE_PP0P_ / 5
[routing by layer]
| layer | GRT usage (%) | part of all wire (%) | wire (µm) | up-vias |
|---|---|---|---|---|
| li1 | - | - | - | 179 |
| met1 | 3.483 | 46 | 423 | 154 |
| met2 | 4.173 | 40 | 370 | 15 |
| met3 | 2.841 | 13 | 117 | 2 |
| met4 | 0.7042 | 1.4 | 13 | 0 |
| met5 | 0 | 0 | 0 | - |
[stage by stage]
stage,utilization (%),instances
after floorplan,-,41
after global placement,24.25,98
after detailed placement,24.25,98
after CTS,25.05,102
after global routing,25.05,102
final,25.05,102
[final cells by class]
class                           instances  area [µm²]
Fill cell                             367        2560
Sequential cell                        15       430.4
Multi-Input combinational cell         21       207.7
Timing Repair Buffer                   12       117.6
Tap cell                               46       57.56
Clock buffer                            3       22.52
Inverter                                4       15.01
Clock inverter                          1       5.005
[kinds of logic (layout without fill, tap and decap cells)]
| logic type | count (synthesis) | count (layout) | synth area share [%] |
|---|---|---|---|
| DFF | 15 | 15 | 64.78 |
| buffers and inverters | 5 | 20 | 3.954 |
| adders and majority gates | 6 | 6 | 11.30 |
| and+or+nand+nor | 6 | 6 | 5.086 |
| AOI/OAI and AO/OA | 2 | 2 | 2.447 |
| muxes | 7 | 7 | 12.43 |
[sequential cells by signal (all words and copies together), names as in the netlist]
name / count
r_txd: 1
counter: 3
r_data: 8
state: 2
r_send: 1
Power is estimated from default activity; no workload was simulated.
